$ cat flow/config.mk
export PLATFORM = sky130hd
export DESIGN_NAME = mac_imp
export DESIGN_NICKNAME = mac_imp
export VERILOG_FILES = /design/flow/design.v
export SDC_FILE = /design/flow/constraint.sdc
export NUM_CORES = 4
export LEC_CHECK = 1
export CORE_UTILIZATION = 50
$ cat flow/design.v
module mac_imp #(parameter integer WIDTH = 8) (
    input logic clk,
    input logic rst, 
    input logic [WIDTH-1:0] a, b,
    output logic [(2*WIDTH)-1:0] result
);
    logic [(2*WIDTH)-1:0] result_s;
    always_ff @(posedge clk) begin
        if (rst) begin
            result_s <= 0;
        end else begin
            result_s <= $signed(a) * $signed(b) + $signed(result_s);
        end
    end
    assign result = result_s;
endmodule
$ cat flow/run.sh
#!/bin/bash
# OpenROAD 26Q1-2900-gdf79404cd8, Yosys 0.63+post, stock flow scripts
make -C /OpenROAD-flow-scripts/flow DESIGN_CONFIG=/design/flow/config.mk WORK_HOME=/design/flow/orfs finish
$ cat flow/constraint.sdc
current_design mac_imp

set clk_period 10.2
set clk_io_pct 0.2

create_clock -name clk0 -period $clk_period [get_ports {clk}]

set non_clock_inputs [all_inputs -no_clocks]
set_input_delay [expr $clk_period * $clk_io_pct] -clock clk0 $non_clock_inputs
set_output_delay [expr $clk_period * $clk_io_pct] -clock clk0 [all_outputs]
==> results_dict.tcl <==
# implementation run metrics
set metrics [dict create \
    criticalPathCategory "in -> reg" \
    startpoint "b[0]" \
    grt_usage_pct 22.6 \
    critical_path_buf_inv_count 3 \
    clk_path_buf_depth 2 \
    numCtsBuffers 3 \
    max_cap_viol_count 0 \
    netlist_area_um2 3330 \
    ys_area_um2 3330 \
    hpwl_um 5590 \
    ff2ff_path_depth 16 \
    cp.depth 15 \
    slowest_stage "clkdlybuf4s50_1" \
    grt_max_degree 20 \
    grt_pass1_vias 2435 \
    cts_tree "done" \
    overflow 0 \
    fin_crit_sh_pct 69.4 \
    cts_setup_buffers 0 \
    fin_crit_ns 7.08 \
    cp-endpoint "result_s[11]" \
    path_cells "clkdlybuf4s50_1 -> and2_1 -> inv_1 -> fa_1 -> inv_1 -> fa_1 -> fa_1 -> fa_1 -> fa_1 -> ha_1 -> a21o_1 -> a21oi_1 -> a21oi_1 -> o21ai_0 -> nor3b_1" \
    regArea_um2 320 \
    area_growth_pct 14.1 \
    cp.required_ns 10.36 \
    slew-limit-headroom_pct 55.0 \
    crit_path_max_incr_delay_ns 0.63 \
    antenna_found_initial 0 \
    crit_top_cell "fa_1" \
    cts-root-buf "clkbuf_8" \
    synth_seq_share_pct 9.63 \
    fin_area_um2 3800 \
    tns_ns 0 \
    drtPass1Iterations 4 \
    ant_nets 0 \
    place.gp.congestion 0.880 \
    hold_viol_final 0 \
    cts_max_level 1 \
    routedWlPerCell_um 14.3 \
    num_rows 29 \
    status "complete, no violations" \
    port_buffers 33 \
    largest_reg_flops 16 \
    dpl_cell_area_um2 3740 \
    clock_latency_ns 0.25 \
    rsz0062_at_grt "false" \
    hold_class "reg -> reg" \
    path_clk_slew_ns 0.07 \
    vias_per_cell 4.95 \
    top_regs "result_s: 16 flops" \
    io_pins 34 \
    fp-utilization_pct 52.1 \
    cts_hold_buffers 0 \
    cp_max_fo 9 \
    coreArea_um2 6390 \
    ys.flops 16 \
    dieArea_um2 6980 \
    final_cell_mix "71 x inv_1, 71 x fa_1, 37 x ha_1" \
    syn_inst 338 \
    nFillCells 564 \
    cts_resized 0 \
    ys_types 33 \
    fmax_ghz 0.141 \
    fp.dieW_um 83.6 \
    utilization_pct 59.4 \
    vias 2222 \
    start_kind "input port" \
    clock_sinks 16 \
    cp-end-kind "flop" \
    drive_gt1_share_pct 2.42 \
    diodes 0 \
    die_y_um 83.6 \
    syn_avg_cell_area_um2 9.84 \
    skew_ns 0.00262 \
    setup_viol 0 \
    rrSetupSlack_ns 5.74 \
    worstReg2RegStart "result_s[4]" \
    drt-initial-drc-count 94 \
    grt_first_pass_wirelength_um 11800 \
    ys_warn_count 1 \
    wl_um 6430 \
    cp.arrival_ns 7.24 \
    logic_area_um2 2720 \
    crit_family "adder cells" \
    yosys-stat-cells 338 \
    drc 0 \
    r2r-end "result_s[10]" \
    warnings 26 \
    tightest_slew_ns 0.673 \
    regMostFlops "result_s" \
    slew_violations 0 \
]
[worst min-delay path: cells and delay by family (launching register included)]
| family | cells | cell delay [ns] |
|---|---|---|
| AND/OR/NAND/NOR | 1 | 0.11 |
| flip-flops | 1 | 0.33 |
| adder cells (fa/ha/maj) | 1 | 0.13 |
[routing by layer]
metal,vias up,track usage (%),routed length (µm)
met5,-,0,0
met4,0,1.23,23
met3,2,5.02,418
met2,53,30.3,2540
met1,1066,42.7,3450
li1,1101,-,-
[final cells by class]
type / count / area share [%]
Clock buffer: 4 / 1.45
Inverter: 72 / 7.12
Multi-Input combinational cell: 247 / 71.8
Sequential cell: 16 / 8.44
Tap cell: 77 / 2.54
Timing Repair Buffer: 33 / 8.70
[how the worst min path moves through the flow]
stage	startpoint	end	slack, ns	depth (start not counted)
global route	result_s[0]	result_s[0]	0.63	2
finish	result_s[0]	result_s[0]	0.61	2
CTS	result_s[0]	result_s[0]	0.60	2
[cell usage after synthesis (all sizes together)]
| cell | instances | area, µm² |
|---|---|---|
| inv | 71 | 267 |
| o21bai | 2 | 15.0 |
| nor3 | 3 | 15.0 |
| xnor2 | 11 | 104 |
| a31oi | 1 | 6.26 |
| nor2 | 12 | 45.0 |
| nor4 | 2 | 12.5 |
| dfxtp | 16 | 320 |
| nor3b | 1 | 7.51 |
| clkinv | 1 | 3.75 |
| xor2 | 2 | 17.5 |
| nand2b | 2 | 12.5 |
| a21oi | 10 | 50.1 |
| ha | 37 | 463 |
| or4 | 1 | 7.51 |
| nand3b | 1 | 7.51 |
| nor2b | 8 | 50.1 |
| xnor3 | 1 | 22.5 |
| fa | 71 | 1420 |
| clkbuf | 3 | 11.3 |
| nand4 | 2 | 12.5 |
| a21o | 3 | 22.5 |
| o211ai | 3 | 22.5 |
| and2 | 32 | 200 |
| nand2 | 28 | 105 |
| o311ai | 1 | 16.3 |
| a211oi | 2 | 15.0 |
| or3 | 1 | 6.26 |
| o21ai | 4 | 20.0 |
| mux2 | 1 | 11.3 |
| or2 | 2 | 12.5 |
| o21a | 3 | 22.5 |
[per-stage QoR]
step,setup WS [ns],cells,hold WS (ns)
6_report,3.12,449,0.606
5_1_grt,2.76,449,0.628
4_1_cts,3.10,449,0.601
3_5_place_dp,2.86,445,0.585
3_3_place_gp,2.94,445,0.590
2_1_floorplan,3.88,338,0.536
[cells by family after synthesis]
logic type,count (synthesis),share of synthesized area [%]
buf+inv,75,8.47
compound gates,29,5.72
fa+ha+maj,108,56.7
xor+xnor,14,4.33
mux,1,0.339
simple gates,95,14.9
flops,16,9.63
