**design/flow/config.mk**
```make
export PLATFORM = sky130hd
export DESIGN_NAME = mac_spec
export DESIGN_NICKNAME = mac_spec
export VERILOG_FILES = /design/flow/design.v
export SDC_FILE = /design/flow/constraint.sdc
export NUM_CORES = 4
export LEC_CHECK = 1
export CORE_UTILIZATION = 30
```
**design/flow/constraint.sdc**
```tcl
current_design mac_spec

set clk_period 5.4
set clk_io_pct 0.2

create_clock -name clk0 -period $clk_period [get_ports {clk}]

set non_clock_inputs [all_inputs -no_clocks]
set_input_delay [expr $clk_period * $clk_io_pct] -clock clk0 $non_clock_inputs
set_output_delay [expr $clk_period * $clk_io_pct] -clock clk0 [all_outputs]
```
**design/flow/design.v**
```verilog
module mac_spec#(parameter integer WIDTH = 8)(
    input logic clk,  
    input logic rst,    
    input logic [WIDTH-1:0] a, b, 
    output logic [(2*WIDTH)-1:0] result 
);
logic [(2*WIDTH)-1:0] mul_result; 
logic [(2*WIDTH)-1:0] add_result; 
always_ff @(posedge clk) begin
    if (rst) begin
        mul_result <= '0;
	add_result <= '0;
    end else begin
        mul_result <= $signed(a) * $signed(b);
        add_result <= $signed(mul_result) + $signed(add_result);  
    end
end
assign result = add_result;
endmodule
```
**design/flow/run.sh**
```bash
#!/bin/bash
# OpenROAD 26Q1-2900-gdf79404cd8, Yosys 0.63+post, stock flow scripts
make -C /OpenROAD-flow-scripts/flow DESIGN_CONFIG=/design/flow/config.mk WORK_HOME=/design/flow/orfs finish
```
==> results.py <==
# Synthesis and PnR figures
metrics = {
    "outcome": {
        "status": "finished clean",
    },
    "sta": {
        "min_period_ps": 5130,
        "hold_viol": 0,
        "slew_headroom": 0.771,
        "finalCritPeriodShare": 0.949,
        "rsz0062_at_grt": "no",
        "worst_slew_pin_slew_ps": 334,
        "finClkSkew_ps": 4.20,
        "finalSetupViolCount": 0,
        "slew_viol_final": 0,
        "timing.fmax_mhz": 195,
    },
    "route": {
        "wirelength_mm": 6.94,
        "drc": 0,
        "drt_iter0_markers": 34,
        "via_per_inst": 4.21,
        "vias": 2895,
        "insertedDiodeCount": 0,
        "dr.pass1.iters": 4,
        "postRouteAntennaNets": 0,
        "wl_per_cell_um": 10.1,
    },
    "die": {
        "chipArea_um2": 14000,
        "design.core.area_um2": 13200,
        "dieHeight_um": 118,
        "io_pins": 34,
        "num_rows": 42,
        "fp.dieW_um": 118,
        "fp_util": 0.307,
    },
    "clock_tree": {
        "tritoncts": "built",
        "clk_path_buf_depth": 2,
        "cts_buffers": 5,
        "clk_pin_slew_ps": 50,
        "cts_setup_buffers": 0,
        "cts_max_level": 2,
        "clk_latency_ps": 270,
        "cts_hold_buf": 0,
        "cts_resized": 0,
        "clkSinkCount": 32,
        "cts-root-buf": "clkbuf_16",
    },
    "yosys": {
        "yosys-stat-area_um2": 4050,
        "async_flop_share": 0,
        "syn_inst": 449,
        "avgSynthCellArea_um2": 9.01,
        "syn_area_um2": 4050,
        "largest_area_cell": "fa_1",
        "synth-edff-count": 0,
        "yosys_cells": 449,
        "ys_seq_share": 0.158,
        "topCellsByArea": "fa_1 28%, dfxtp_1 16%, ha_1 14%",
        "yosysWarnings": 1,
        "ys_ff": 32,
        "netlist-cell-type-count": 43,
        "ys.flop_type": "dfxtp_1",
        "yosysTopAreaCellShare": 0.277,
    },
    "global_route": {
        "grt_pass1_vias": 3031,
        "grt_pass1_wl_mm": 13.0,
        "grt_max_degree": 36,
        "grt-ovfl-total": 0,
        "antenna_found_initial": 0,
        "grt_use_total": 0.114,
    },
    "critical_path": {
        "critPathKind": "in2reg",
        "end_kind": "flip-flop",
        "reg2reg_depth": 9,
        "r2r_slack_ps": 3160,
        "arrival_ps": 5280,
        "startpoint": "a[7]",
        "regToRegEndpoint": "add_result[14]$_SDFF_PP0_",
        "crit_required_ps": 5550,
        "critPathLaunchType": "primary input",
        "crit_end": "mul_result[14]$_SDFF_PP0_",
        "cp_max_fo": 5,
        "r2r_start": "add_result[0]$_SDFF_PP0_",
    },
    "final_layout": {
        "finalCoreUtilization": 0.373,
        "area_delta_synth_final_pct": 21.6,
        "nFillCells": 1295,
        "drive_gt1_frac": 0.0822,
        "instances_no_fill": 687,
    },
    "power_and_ir_drop": {
        "ir_worst_vdd_uv": 182,
        "leakagePower_nw": 2.29,
        "powerDensity_nw_per_um2": 423,
    },
    "placed_design": {
        "dp.cells": 679,
        "hpwl_mm": 6.01,
        "place_congestion": 0.837,
        "port_buffers": 33,
    },
    "flow_run": {
        "log.warning_count": 25,
        "drv_cap": 0,
    },
    "min_path": {
        "hold_class": "reg2reg",
    },
}
## per-layer routing
metal / vias up / track usage / wire length, um
li1: 1528 / - / -
met1: 1298 / 0.172 / 3620
met2: 62 / 0.181 / 2900
met3: 7 / 0.0193 / 320
met4: 0 / 0.0136 / 94
met5: - / 0 / 0
## report_power, final
part | switching [mW] | internal (mW) | total, mW | leakage (nW)
Sequential | 0.0363 | 0.322 | 0.358 | 0.266
Combinational | 0.715 | 0.729 | 1.44 | 1.95
Clock | 0.0936 | 0.183 | 0.277 | 0.0701
## how the worst min path moves through the flow
stage	startpoint	end	slack [ps]	cells after the start
5_1_grt	mul_result[0]$_SDFF_PP0_	add_result[0]$_SDFF_PP0_	630	2
6_report	mul_result[0]$_SDFF_PP0_	add_result[0]$_SDFF_PP0_	550	2
4_1_cts	mul_result[0]$_SDFF_PP0_	add_result[0]$_SDFF_PP0_	570	2
## synth_stat cells, types with 2 or more instances
cell      instances
clkbuf_1          4
a31oi_1           3
nand2_1          22
nand2b_1          7
dfxtp_1          32
o21ai_0           9
a21o_1            4
o21ai_1           2
and2_1           42
nor2_1           36
nor3_1            6
xor2_1           12
mux2_2            2
xnor2_1          14
nand3_1           2
nor2b_1          20
o21a_1            4
ha_1             44
fa_1             56
or3_1             3
a21oi_1          14
inv_1            90
## sequential cells by signal, summed over array words and instances, names as in the netlist
name and count:
mul_result 16, add_result 16
## critical path, cell delays in order
cell	delay, ps
clkdlybuf4s50_1	470
and2_1	210
fa_1	550
inv_1	70
fa_1	530
inv_1	50
fa_1	520
inv_1	50
fa_1	530
inv_1	40
ha_1	190
or3_1	380
o41ai_1	380
xor2_1	170
nor2_1	50
## cell families (layout without fill, tap and decap cells)
kind of cell,after synthesis,after routing,synth area share
mux,2,2,0.00557
xor+xnor,26,26,0.0563
buf+inv,94,156,0.0872
compound gates,52,52,0.0940
flops,32,32,0.158
fa+ha+maj,100,100,0.413
simple gates,143,143,0.185
## final cells by class
class / instances / area, um^2 / area share
sequential: 32 / 641 / 0.130
inverter: 90 / 338 / 0.0687
timing repair buffer: 58 / 518 / 0.105
clock buffer: 7 / 143 / 0.0290
clock inverter: 1 / 7.51 / 0.00153
tap: 176 / 220 / 0.0448
multi-input combinational: 323 / 3050 / 0.620
## placed cells by master (no fill, tap or decap), types with 2 or more instances in the layout
cell type        Yosys  final
nand3_1              2      2
nand2b_1             7      7
o21a_1               4      4
buf_4                0     25
xnor2_1             14     14
o21ai_0              9      9
nor3_1               6      6
a21o_1               4      4
o21ai_1              2      2
clkdlybuf4s50_1      0     33
or3_1                3      3
nand2_1             22     22
and2_1              42     42
dfxtp_1             32     32
inv_1               90     90
clkbuf_16            0      5
fa_1                56     56
nor2b_1             20     20
a21oi_1             14     14
xor2_1              12     12
ha_1                44     44
a31oi_1              3      3
mux2_2               2      2
nor2_1              36     36
## per-stage QoR
| stage | hold slack, ps | worst slack (ps) | TNS [ps] | power [mW] | instance area [um^2] |
|---|---|---|---|---|---|
| 6_report | 555 | 273 | 0 | 2.08 | 4920 |
| 5_1_grt | 634 | 10.5 | 0 | 2.35 | 4920 |
| 4_1_cts | 566 | 239 | 0 | 2.11 | 4920 |
| 3_5_place_dp | 547 | -47.7 | -78.2 | 1.82 | 4770 |
| 3_3_place_gp | 540 | -7.80 | -7.80 | 1.80 | 4770 |
| 2_1_floorplan | 524 | 449 | 0 | 1.46 | 4050 |
Power figures rest on the tool's default switching activity, not on a simulated workload.
